===== flow/config.mk =====
export PLATFORM = sky130hd
export DESIGN_NAME = sine
export DESIGN_NICKNAME = sine
export VERILOG_FILES = /design/flow/design.v
export SDC_FILE = /design/flow/constraint.sdc
export NUM_CORES = 4
export LEC_CHECK = 1
export CORE_UTILIZATION = 40
export SYNTH_HDL_FRONTEND = slang
export SYNTH_MEMORY_MAX_BITS = 65536

===== flow/constraint.sdc =====
current_design sine

set clk_period 5.9
set clk_io_pct 0.2

create_clock -name clk0 -period $clk_period [get_ports {clock}]

set non_clock_inputs [all_inputs -no_clocks]
set_input_delay [expr $clk_period * $clk_io_pct] -clock clk0 $non_clock_inputs
set_output_delay [expr $clk_period * $clk_io_pct] -clock clk0 [all_outputs]

===== flow/design.v =====
module sine (
    input           clock, 
    input   [12:0]  p1,
    input           reset,
    output reg [9:0]  my_sine_out,
    output reg [9:0]  my_cosine_out
);
    reg [8:0] index, index_next, index_cosine;
    reg signed [9:0]LUT[511:0];
	always @(*)begin
        index_next = index + p1;
	end
    assign index_cosine = index+128;
	always @(posedge clock) begin
		if(reset)begin
            index   <= 0;
		end
		else begin
            index   <= index_next;
		end
    end
    assign my_sine_out = LUT[index];
    assign my_cosine_out = LUT[index_cosine];
    always @(posedge clock) begin
        LUT[0] <= 000;
        LUT[1] <= 006;
        LUT[2] <= 013;
        LUT[3] <= 019;
        LUT[4] <= 025;
        LUT[5] <= 031;
        LUT[6] <= 038;
        LUT[7] <= 044;
        LUT[8] <= 050;
        LUT[9] <= 056;
        LUT[10] <= 063;
        LUT[11] <= 069;
        LUT[12] <= 075;
        LUT[13] <= 081;
        LUT[14] <= 088;
        LUT[15] <= 094;
        LUT[16] <= 100;
        LUT[17] <= 106;
        LUT[18] <= 112;
        LUT[19] <= 118;
        LUT[20] <= 124;
        LUT[21] <= 130;
        LUT[22] <= 137;
        LUT[23] <= 143;
        LUT[24] <= 149;
        LUT[25] <= 155;
        LUT[26] <= 161;
        LUT[27] <= 167;
        LUT[28] <= 172;
        LUT[29] <= 178;
        LUT[30] <= 184;
        LUT[31] <= 190;
        LUT[32] <= 196;
        LUT[33] <= 202;
        LUT[34] <= 207;
        LUT[35] <= 213;
        LUT[36] <= 219;
        LUT[37] <= 225;
        LUT[38] <= 230;
        LUT[39] <= 236;
        LUT[40] <= 241;
        LUT[41] <= 247;
        LUT[42] <= 252;
        LUT[43] <= 258;
        LUT[44] <= 263;
        LUT[45] <= 269;
        LUT[46] <= 274;
        LUT[47] <= 279;
        LUT[48] <= 284;
        LUT[49] <= 290;
        LUT[50] <= 295;
        LUT[51] <= 300;
        LUT[52] <= 305;
        LUT[53] <= 310;
        LUT[54] <= 315;
        LUT[55] <= 320;
        LUT[56] <= 325;
        LUT[57] <= 330;
        LUT[58] <= 334;
        LUT[59] <= 339;
        LUT[60] <= 344;
        LUT[61] <= 348;
        LUT[62] <= 353;
        LUT[63] <= 358;
        LUT[64] <= 362;
        LUT[65] <= 366;
        LUT[66] <= 371;
        LUT[67] <= 375;
        LUT[68] <= 379;
        LUT[69] <= 384;
        LUT[70] <= 388;
        LUT[71] <= 392;
        LUT[72] <= 396;
        LUT[73] <= 400;
        LUT[74] <= 404;
        LUT[75] <= 407;
        LUT[76] <= 411;
        LUT[77] <= 415;
        LUT[78] <= 419;
        LUT[79] <= 422;
        LUT[80] <= 426;
        LUT[81] <= 429;
        LUT[82] <= 433;
        LUT[83] <= 436;
        LUT[84] <= 439;
        LUT[85] <= 442;
        LUT[86] <= 445;
        LUT[87] <= 449;
        LUT[88] <= 452;
        LUT[89] <= 454;
        LUT[90] <= 457;
        LUT[91] <= 460;
        LUT[92] <= 463;
        LUT[93] <= 465;
        LUT[94] <= 468;
        LUT[95] <= 471;
        LUT[96] <= 473;
        LUT[97] <= 475;
        LUT[98] <= 478;
        LUT[99] <= 480;
        LUT[100] <= 482;
        LUT[101] <= 484;
        LUT[102] <= 486;
        LUT[103] <= 488;
        LUT[104] <= 490;
        LUT[105] <= 492;
        LUT[106] <= 493;
        LUT[107] <= 495;
        LUT[108] <= 497;
        LUT[109] <= 498;
        LUT[110] <= 500;
        LUT[111] <= 501;
        LUT[112] <= 502;
        LUT[113] <= 503;
        LUT[114] <= 504;
        LUT[115] <= 505;
        LUT[116] <= 506;
        LUT[117] <= 507;
        LUT[118] <= 508;
        LUT[119] <= 509;
        LUT[120] <= 510;
        LUT[121] <= 510;
        LUT[122] <= 511;
        LUT[123] <= 511;
        LUT[124] <= 511;
        LUT[125] <= 511;
        LUT[126] <= 511;
        LUT[127] <= 511;
        LUT[128] <= 511;
        LUT[129] <= 511;
        LUT[130] <= 511;
        LUT[131] <= 511;
        LUT[132] <= 511;
        LUT[133] <= 511;
        LUT[134] <= 511;
        LUT[135] <= 510;
        LUT[136] <= 510;
        LUT[137] <= 509;
        LUT[138] <= 508;
        LUT[139] <= 507;
        LUT[140] <= 506;
        LUT[141] <= 505;
        LUT[142] <= 504;
        LUT[143] <= 503;
        LUT[144] <= 502;
        LUT[145] <= 501;
        LUT[146] <= 500;
        LUT[147] <= 498;
        LUT[148] <= 497;
        LUT[149] <= 495;
        LUT[150] <= 493;
        LUT[151] <= 492;
        LUT[152] <= 490;
        LUT[153] <= 488;
        LUT[154] <= 486;
        LUT[155] <= 484;
        LUT[156] <= 482;
        LUT[157] <= 480;
        LUT[158] <= 478;
        LUT[159] <= 475;
        LUT[160] <= 473;
        LUT[161] <= 471;
        LUT[162] <= 468;
        LUT[163] <= 465;
        LUT[164] <= 463;
        LUT[165] <= 460;
        LUT[166] <= 457;
        LUT[167] <= 454;
        LUT[168] <= 452;
        LUT[169] <= 449;
        LUT[170] <= 445;
        LUT[171] <= 442;
        LUT[172] <= 439;
        LUT[173] <= 436;
        LUT[174] <= 433;
        LUT[175] <= 429;
        LUT[176] <= 426;
        LUT[177] <= 422;
        LUT[178] <= 419;
        LUT[179] <= 415;
        LUT[180] <= 411;
        LUT[181] <= 407;
        LUT[182] <= 404;
        LUT[183] <= 400;
        LUT[184] <= 396;
        LUT[185] <= 392;
        LUT[186] <= 388;
        LUT[187] <= 384;
        LUT[188] <= 379;
        LUT[189] <= 375;
        LUT[190] <= 371;
        LUT[191] <= 366;
        LUT[192] <= 362;
        LUT[193] <= 358;
        LUT[194] <= 353;
        LUT[195] <= 348;
        LUT[196] <= 344;
        LUT[197] <= 339;
        LUT[198] <= 334;
        LUT[199] <= 330;
        LUT[200] <= 325;
        LUT[201] <= 320;
        LUT[202] <= 315;
        LUT[203] <= 310;
        LUT[204] <= 305;
        LUT[205] <= 300;
        LUT[206] <= 295;
        LUT[207] <= 290;
        LUT[208] <= 284;
        LUT[209] <= 279;
        LUT[210] <= 274;
        LUT[211] <= 269;
        LUT[212] <= 263;
        LUT[213] <= 258;
        LUT[214] <= 252;
        LUT[215] <= 247;
        LUT[216] <= 241;
        LUT[217] <= 236;
        LUT[218] <= 230;
        LUT[219] <= 225;
        LUT[220] <= 219;
        LUT[221] <= 213;
        LUT[222] <= 207;
        LUT[223] <= 202;
        LUT[224] <= 196;
        LUT[225] <= 190;
        LUT[226] <= 184;
        LUT[227] <= 178;
        LUT[228] <= 172;
        LUT[229] <= 167;
        LUT[230] <= 161;
        LUT[231] <= 155;
        LUT[232] <= 149;
        LUT[233] <= 143;
        LUT[234] <= 137;
        LUT[235] <= 130;
        LUT[236] <= 124;
        LUT[237] <= 118;
        LUT[238] <= 112;
        LUT[239] <= 106;
        LUT[240] <= 100;
        LUT[241] <= 094;
        LUT[242] <= 088;
        LUT[243] <= 081;
        LUT[244] <= 075;
        LUT[245] <= 069;
        LUT[246] <= 063;
        LUT[247] <= 056;
        LUT[248] <= 050;
        LUT[249] <= 044;
        LUT[250] <= 038;
        LUT[251] <= 031;
        LUT[252] <= 025;
        LUT[253] <= 019;
        LUT[254] <= 013;
        LUT[255] <= 006;
        LUT[256] <= 000;
        LUT[257] <= -06;
        LUT[258] <= -13;
        LUT[259] <= -19;
        LUT[260] <= -25;
        LUT[261] <= -31;
        LUT[262] <= -38;
        LUT[263] <= -44;
        LUT[264] <= -50;
        LUT[265] <= -56;
        LUT[266] <= -63;
        LUT[267] <= -69;
        LUT[268] <= -75;
        LUT[269] <= -81;
        LUT[270] <= -88;
        LUT[271] <= -94;
        LUT[272] <= -100;
        LUT[273] <= -106;
        LUT[274] <= -112;
        LUT[275] <= -118;
        LUT[276] <= -124;
        LUT[277] <= -130;
        LUT[278] <= -137;
        LUT[279] <= -143;
        LUT[280] <= -149;
        LUT[281] <= -155;
        LUT[282] <= -161;
        LUT[283] <= -167;
        LUT[284] <= -172;
        LUT[285] <= -178;
        LUT[286] <= -184;
        LUT[287] <= -190;
        LUT[288] <= -196;
        LUT[289] <= -202;
        LUT[290] <= -207;
        LUT[291] <= -213;
        LUT[292] <= -219;
        LUT[293] <= -225;
        LUT[294] <= -230;
        LUT[295] <= -236;
        LUT[296] <= -241;
        LUT[297] <= -247;
        LUT[298] <= -252;
        LUT[299] <= -258;
        LUT[300] <= -263;
        LUT[301] <= -269;
        LUT[302] <= -274;
        LUT[303] <= -279;
        LUT[304] <= -284;
        LUT[305] <= -290;
        LUT[306] <= -295;
        LUT[307] <= -300;
        LUT[308] <= -305;
        LUT[309] <= -310;
        LUT[310] <= -315;
        LUT[311] <= -320;
        LUT[312] <= -325;
        LUT[313] <= -330;
        LUT[314] <= -334;
        LUT[315] <= -339;
        LUT[316] <= -344;
        LUT[317] <= -348;
        LUT[318] <= -353;
        LUT[319] <= -358;
        LUT[320] <= -362;
        LUT[321] <= -366;
        LUT[322] <= -371;
        LUT[323] <= -375;
        LUT[324] <= -379;
        LUT[325] <= -384;
        LUT[326] <= -388;
        LUT[327] <= -392;
        LUT[328] <= -396;
        LUT[329] <= -400;
        LUT[330] <= -404;
        LUT[331] <= -407;
        LUT[332] <= -411;
        LUT[333] <= -415;
        LUT[334] <= -419;
        LUT[335] <= -422;
        LUT[336] <= -426;
        LUT[337] <= -429;
        LUT[338] <= -433;
        LUT[339] <= -436;
        LUT[340] <= -439;
        LUT[341] <= -442;
        LUT[342] <= -445;
        LUT[343] <= -449;
        LUT[344] <= -452;
        LUT[345] <= -454;
        LUT[346] <= -457;
        LUT[347] <= -460;
        LUT[348] <= -463;
        LUT[349] <= -465;
        LUT[350] <= -468;
        LUT[351] <= -471;
        LUT[352] <= -473;
        LUT[353] <= -475;
        LUT[354] <= -478;
        LUT[355] <= -480;
        LUT[356] <= -482;
        LUT[357] <= -484;
        LUT[358] <= -486;
        LUT[359] <= -488;
        LUT[360] <= -490;
        LUT[361] <= -492;
        LUT[362] <= -493;
        LUT[363] <= -495;
        LUT[364] <= -497;
        LUT[365] <= -498;
        LUT[366] <= -500;
        LUT[367] <= -501;
        LUT[368] <= -502;
        LUT[369] <= -503;
        LUT[370] <= -504;
        LUT[371] <= -505;
        LUT[372] <= -506;
        LUT[373] <= -507;
        LUT[374] <= -508;
        LUT[375] <= -509;
        LUT[376] <= -510;
        LUT[377] <= -510;
        LUT[378] <= -511;
        LUT[379] <= -511;
        LUT[380] <= -511;
        LUT[381] <= -512;
        LUT[382] <= -512;
        LUT[383] <= -512;
        LUT[384] <= -512;
        LUT[385] <= -512;
        LUT[386] <= -512;
        LUT[387] <= -512;
        LUT[388] <= -511;
        LUT[389] <= -511;
        LUT[390] <= -511;
        LUT[391] <= -510;
        LUT[392] <= -510;
        LUT[393] <= -509;
        LUT[394] <= -508;
        LUT[395] <= -507;
        LUT[396] <= -506;
        LUT[397] <= -505;
        LUT[398] <= -504;
        LUT[399] <= -503;
        LUT[400] <= -502;
        LUT[401] <= -501;
        LUT[402] <= -500;
        LUT[403] <= -498;
        LUT[404] <= -497;
        LUT[405] <= -495;
        LUT[406] <= -493;
        LUT[407] <= -492;
        LUT[408] <= -490;
        LUT[409] <= -488;
        LUT[410] <= -486;
        LUT[411] <= -484;
        LUT[412] <= -482;
        LUT[413] <= -480;
        LUT[414] <= -478;
        LUT[415] <= -475;
        LUT[416] <= -473;
        LUT[417] <= -471;
        LUT[418] <= -468;
        LUT[419] <= -465;
        LUT[420] <= -463;
        LUT[421] <= -460;
        LUT[422] <= -457;
        LUT[423] <= -454;
        LUT[424] <= -452;
        LUT[425] <= -449;
        LUT[426] <= -445;
        LUT[427] <= -442;
        LUT[428] <= -439;
        LUT[429] <= -436;
        LUT[430] <= -433;
        LUT[431] <= -429;
        LUT[432] <= -426;
        LUT[433] <= -422;
        LUT[434] <= -419;
        LUT[435] <= -415;
        LUT[436] <= -411;
        LUT[437] <= -407;
        LUT[438] <= -404;
        LUT[439] <= -400;
        LUT[440] <= -396;
        LUT[441] <= -392;
        LUT[442] <= -388;
        LUT[443] <= -384;
        LUT[444] <= -379;
        LUT[445] <= -375;
        LUT[446] <= -371;
        LUT[447] <= -366;
        LUT[448] <= -362;
        LUT[449] <= -358;
        LUT[450] <= -353;
        LUT[451] <= -348;
        LUT[452] <= -344;
        LUT[453] <= -339;
        LUT[454] <= -334;
        LUT[455] <= -330;
        LUT[456] <= -325;
        LUT[457] <= -320;
        LUT[458] <= -315;
        LUT[459] <= -310;
        LUT[460] <= -305;
        LUT[461] <= -300;
        LUT[462] <= -295;
        LUT[463] <= -290;
        LUT[464] <= -284;
        LUT[465] <= -279;
        LUT[466] <= -274;
        LUT[467] <= -269;
        LUT[468] <= -263;
        LUT[469] <= -258;
        LUT[470] <= -252;
        LUT[471] <= -247;
        LUT[472] <= -241;
        LUT[473] <= -236;
        LUT[474] <= -230;
        LUT[475] <= -225;
        LUT[476] <= -219;
        LUT[477] <= -213;
        LUT[478] <= -207;
        LUT[479] <= -202;
        LUT[480] <= -196;
        LUT[481] <= -190;
        LUT[482] <= -184;
        LUT[483] <= -178;
        LUT[484] <= -172;
        LUT[485] <= -167;
        LUT[486] <= -161;
        LUT[487] <= -155;
        LUT[488] <= -149;
        LUT[489] <= -143;
        LUT[490] <= -137;
        LUT[491] <= -130;
        LUT[492] <= -124;
        LUT[493] <= -118;
        LUT[494] <= -112;
        LUT[495] <= -106;
        LUT[496] <= -100;
        LUT[497] <= -94;
        LUT[498] <= -88;
        LUT[499] <= -81;
        LUT[500] <= -75;
        LUT[501] <= -69;
        LUT[502] <= -63;
        LUT[503] <= -56;
        LUT[504] <= -50;
        LUT[505] <= -44;
        LUT[506] <= -38;
        LUT[507] <= -31;
        LUT[508] <= -25;
        LUT[509] <= -19;
        LUT[510] <= -13;
        LUT[511] <= -06;
    end
    endmodule

===== flow/run.sh =====
#!/bin/bash
# OpenROAD 26Q1-2900-gdf79404cd8, Yosys 0.63+post, stock flow scripts
make -C /OpenROAD-flow-scripts/flow DESIGN_CONFIG=/design/flow/config.mk WORK_HOME=/design/flow/orfs finish

==> impl_results.html <==
<h2>Synthesis and place &amp; route</h2>
<table>
<tr><th>Metric</th><th>Value</th></tr>
<tr><th colspan="2">Clock network</th></tr>
<tr><td>Sink count of the clock tree</td><td>9</td></tr>
<tr><td>Bufs on Longest Clock Path</td><td>2</td></tr>
<tr><td>Post-CTS setup buffer count</td><td>0</td></tr>
<tr><td>Clock Latency Late Sink</td><td>0.23 ns</td></tr>
<tr><td>Clock-pin slew reported for the worst setup and hold paths after clock tree synthesis</td><td>0.04 ns</td></tr>
<tr><td>CTS tree</td><td>done</td></tr>
<tr><td>Clk Tree Root Cell</td><td>clkbuf_16</td></tr>
<tr><td>Maximum level of the CTS H-tree</td><td>1</td></tr>
<tr><td>Number of buffers inserted during clock tree synthesis</td><td>3</td></tr>
<tr><td>Number of gates given a new drive strength after cts</td><td>0</td></tr>
<tr><td>Hold-fix buffers, CTS</td><td>0</td></tr>
<tr><th colspan="2">Timing</th></tr>
<tr><td>Highest clock frequency the design can meet</td><td>192.2 MHz</td></tr>
<tr><td>Final worst setup slack</td><td>0.6980 ns</td></tr>
<tr><td>Final TNS setup</td><td>0 ns</td></tr>
<tr><td>Relative slew margins</td><td>0.4494</td></tr>
<tr><td>Minimum period implied by the final worst setup slack</td><td>5.202 ns</td></tr>
<tr><td>Final Hold Vio Count</td><td>0</td></tr>
<tr><td>Worst Clk Skew</td><td>0.0004715 ns</td></tr>
<tr><td>Max-slew violations</td><td>0</td></tr>
<tr><td>Unrepaired setup endpoints after global routing</td><td>no</td></tr>
<tr><td>Final Cycle Share</td><td>0.8817</td></tr>
<tr><td>Slew of the pin with the lowest slew margin</td><td>0.8259 ns</td></tr>
<tr><td>Setup Viol. Count Final</td><td>0</td></tr>
<tr><th colspan="2">Power and ir drop</th></tr>
<tr><td>Total leakage power</td><td>2.015 nW</td></tr>
<tr><td>Maximum vdd ir drop</td><td>325.9 uV</td></tr>
<tr><td>Sum of internal, switching and leakage power</td><td>2.827 mW</td></tr>
<tr><td>Ratio of total power to cell area</td><td>489.1 nW/um^2</td></tr>
<tr><th colspan="2">Synth</th></tr>
<tr><td>Post-Syn Instances</td><td>830</td></tr>
<tr><td>Flops &amp; latches, synth</td><td>9</td></tr>
<tr><td>YS warnings</td><td>0</td></tr>
<tr><td>Total cells reported by yosys after synthesis</td><td>830</td></tr>
<tr><td>Asr flop ratio synth</td><td>0</td></tr>
<tr><td>Fraction of the yosys area taken by sequential cells</td><td>0.03305</td></tr>
<tr><td>Count of different cell masters after synthesis</td><td>87</td></tr>
<tr><td>Commonest register cell after synthesis</td><td>dfxtp_1</td></tr>
<tr><td>Post-Syn Area</td><td>5451 um^2</td></tr>
<tr><td>Yosys stat chip area</td><td>5451 um^2</td></tr>
<tr><td>Average instance area after synthesis</td><td>6.568 um^2</td></tr>
<tr><td>Flip-flops with a built-in enable</td><td>0</td></tr>
<tr><th colspan="2">Global routing</th></tr>
<tr><td>Total routing usage reported by global routing</td><td>0.4009</td></tr>
<tr><td>Number of global-route vias before repair</td><td>6356</td></tr>
<tr><td>Largest net degree at the start of global routing</td><td>152</td></tr>
<tr><td>GRT overflow</td><td>0</td></tr>
<tr><td>Antenna violations before repair</td><td>0</td></tr>
<tr><td>Wire length of the first global-routing pass</td><td>41530 um</td></tr>
<tr><th colspan="2">Die</th></tr>
<tr><td>Overall die area</td><td>14100 um^2</td></tr>
<tr><td>Overall die height</td><td>118.7 um</td></tr>
<tr><td>Placeable Area</td><td>13240 um^2</td></tr>
<tr><td>Starting density of the core</td><td>0.4117</td></tr>
<tr><td>Die Width</td><td>118.7 um</td></tr>
<tr><td>I/O pins</td><td>35</td></tr>
<tr><td>Site Rows</td><td>42</td></tr>
<tr><th colspan="2">Finish</th></tr>
<tr><td>Registers with the most flip-flops</td><td>index x9</td></tr>
<tr><td>Post-synthesis to final-layout area growth</td><td>6.036%</td></tr>
<tr><td>Util after Layout</td><td>0.4365</td></tr>
<tr><td>Ratio of cells with drive above 1 in the final layout</td><td>0.07286</td></tr>
<tr><td>Top logic cell by instance count in the layout</td><td>o21ai_0</td></tr>
<tr><td>Highest-count cells in the layout ignoring fill and taps</td><td>o21ai_0, a21oi_1, nor2_1, nand2_1, nand2b_1</td></tr>
<tr><td>Number of flip-flops in the largest register</td><td>9</td></tr>
<tr><td>Largest register by flop count</td><td>index</td></tr>
<tr><th colspan="2">Routing</th></tr>
<tr><td>Routed wire length per instance</td><td>28.70 um</td></tr>
<tr><td>DR vias</td><td>7077</td></tr>
<tr><td>Number of detailed-route iterations in the first pass</td><td>6</td></tr>
<tr><td>Sum of routed wire length over all layers</td><td>27890 um</td></tr>
<tr><td>Via-per-instance ratio</td><td>7.281</td></tr>
<tr><td>Count of routing violations after the opening detailed-route iteration</td><td>1463</td></tr>
<tr><td>Number of antenna cells inserted</td><td>0</td></tr>
<tr><td>Final ANT Viol Nets</td><td>0</td></tr>
<tr><td>Post-detailed-route DRC marker count</td><td>0</td></tr>
<tr><th colspan="2">Run status</th></tr>
<tr><td>Run status</td><td>completed</td></tr>
<tr><th colspan="2">Critical path</th></tr>
<tr><td>Reg-to-reg endpoint</td><td>index[8]</td></tr>
<tr><td>Setup CP Type</td><td>flop to output port</td></tr>
<tr><td>FF-to-FF path depth</td><td>9</td></tr>
<tr><td>Arrival time of data at the critical path endpoint</td><td>4.02 ns</td></tr>
<tr><td>FF-to-FF setup slack</td><td>3.37 ns</td></tr>
<tr><td>Startpoint of the worst-slack reg-to-reg timing path</td><td>index[1]</td></tr>
<tr><td>Data required time at the worst endpoint</td><td>4.72 ns</td></tr>
<tr><td>Startpoint type of the worst setup path</td><td>flop</td></tr>
<tr><td>Endpoint class of the critical path</td><td>output port</td></tr>
<tr><td>Highest net fanout along the worst path</td><td>32</td></tr>
<tr><th colspan="2">Placement</th></tr>
<tr><td>Post-detailed-placement half-perimeter wirelength</td><td>19640 um</td></tr>
<tr><td>Setup slack after placement</td><td>1.068 ns</td></tr>
<tr><td>Number of input and output port buffers inserted</td><td>30</td></tr>
<tr><td>Gp weighted congestion</td><td>1.056</td></tr>
<tr><th colspan="2">Min path</th></tr>
<tr><td>Hold WC Path Type</td><td>flop to flop</td></tr>
<tr><td>Number of instances on the worst hold path</td><td>2</td></tr>
<tr><td>Capture endpoint of the worst hold path</td><td>index[0]</td></tr>
<tr><td>Hold path startpoint</td><td>index[0]</td></tr>
<tr><th colspan="2">Flow run</th></tr>
<tr><td>Tally of OpenROAD warnings</td><td>43</td></tr>
<tr><td>Number of max-capacitance violations reported</td><td>0</td></tr>
</table>
## layer usage
layer | track usage | part of all wire | vias to the layer above | routed length [um]
met2 | 0.5585 | 0.41 | 514 | 11410
met1 | 0.5690 | 0.41 | 3309 | 11370
met3 | 0.1053 | 0.12 | 120 | 3254
li1 | - | - | 3134 | -
met5 | 0 | 0 | - | 0
met4 | 0.1962 | 0.067 | 0 | 1855
## metrics by stage
| stage | hold slack (ns) | instances | area, um^2 |
|---|---|---|---|
| floorplan | 0.6541 | 830 | 5451 |
| global placement | 0.7486 | 968 | 5702 |
| detailed placement | 0.7622 | 968 | 5702 |
| CTS | 0.7684 | 972 | 5781 |
| global route | 0.8589 | 972 | 5781 |
| finish | 0.7744 | 972 | 5781 |
## Yosys cell counts (17+ instances only)
cell type | n | area, um^2
nand2b_1 | 36 | 225.2
a21oi_1 | 61 | 305.3
o21ai_0 | 68 | 340.3
nor2_1 | 61 | 229.0
a311oi_1 | 18 | 157.7
o211ai_1 | 17 | 127.6
buf_2 | 39 | 195.2
nand2_1 | 56 | 210.2
ha_1 | 23 | 287.8
nor3_1 | 18 | 90.09
nand3_1 | 25 | 125.1
inv_1 | 17 | 63.81
nor2b_1 | 33 | 206.5
clkbuf_1 | 34 | 127.6
## area by class of cell
class,instances,area [um^2]
flip-flops and latches,9,193.9
fillers,1449,7462
well taps,176,220.2
multi-input cells,705,4681
repair buffers,57,528.0
inverters,21,78.83
clock buffers,4,78.83
## power breakdown
| group | total (mW) | switching (mW) | internal [mW] | leakage (nW) |
|---|---|---|---|---|
| Sequential | 0.195 | 0.112 | 0.0831 | 0.0773 |
| Clock | 0.118 | 0.0279 | 0.0901 | 0.0382 |
| Combinational | 2.51 | 1.52 | 0.994 | 1.90 |
## critical path: stages (launching register included)
cell and delay (ns):
dfxtp_1 0.32, buf_4 0.23, inv_1 0.22, ha_1 0.33, buf_4 0.37, nand2b_1 0.55, o31a_1 0.24, o211ai_1 0.10
o41a_1 0.48, a32oi_1 0.36, a22oi_1 0.16, clkdlybuf4s50_1 0.42
## worst max path at each step
stage     startpoint              to  slack, ns  cells after the start
4_1_cts     index[1]  my_sine_out[1]       0.81                     11
6_report    index[1]  my_sine_out[1]       0.70                     11
5_1_grt     index[1]  my_sine_out[2]       0.63                     11
## logic make-up after synthesis
kind of cell,share of synthesized area
muxes,0.04751
and+or+nand+nor,0.2975
buffers and inverters,0.1083
xor gates and xnor gates,0.01285
AOI/OAI and AO/OA,0.4443
adders and majority gates,0.05646
DFF,0.03305
No activity file was given, so power comes from the tool's default toggle rates.
