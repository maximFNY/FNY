**/design/flow/config.mk**
```make
export PLATFORM = sky130hd
export DESIGN_NAME = controller_trial
export DESIGN_NICKNAME = controller_trial
export VERILOG_FILES = /design/flow/design.v
export SDC_FILE = /design/flow/constraint.sdc
export NUM_CORES = 4
export LEC_CHECK = 1
export CORE_AREA = 10 10 81 81
export DIE_AREA = 0 0 91 91
export SYNTH_HDL_FRONTEND = slang
```
**/design/flow/run.sh**
```bash
#!/bin/bash
# OpenROAD 26Q1-2900-gdf79404cd8, Yosys 0.63+post, stock flow scripts
make -C /OpenROAD-flow-scripts/flow DESIGN_CONFIG=/design/flow/config.mk WORK_HOME=/design/flow/orfs finish
```
**/design/flow/constraint.sdc**
```tcl
current_design controller_trial

set clk_period 3.7
set clk_io_pct 0.2

create_clock -name clk0 -period $clk_period [get_ports {clock}]

set non_clock_inputs [all_inputs -no_clocks]
set_input_delay [expr $clk_period * $clk_io_pct] -clock clk0 $non_clock_inputs
set_output_delay [expr $clk_period * $clk_io_pct] -clock clk0 [all_outputs]
```
**/design/flow/design.v**
```verilog
module controller_trial(
    input clock,
    input reset,
    input reg [7:0] period,
    output p1
);
reg [12:0]p1;
reg [12:0]n_p1;
reg[7:0] cnt;
reg[7:0] next_cnt;
localparam hf =0, lf=1 ;
reg state, next_state;
always @(*) begin
    case(state)
        hf: n_p1 = 88;
        lf: n_p1 = 13;
    endcase
end
always @ (*) begin
    case(state)
        hf: begin
            if (cnt < period*5+1) begin
                next_cnt = cnt+1;
                next_state = hf;
            end
            else begin
                next_cnt =0;
                next_state =lf;
            end
        end
        lf: begin
            if (cnt < period*5+1) begin
                next_cnt = cnt+1;
                next_state = lf;
            end
            else begin
                next_cnt =0;
                next_state =hf;
            end
        end
    endcase
end
always @(posedge clock)begin
    if(reset)begin
    cnt <= 0;
    p1 <= 13'b0;
    state <= hf;
    end
    else begin
        cnt <= next_cnt;
        p1 <= n_p1;
        state <= next_state;
    end   
end
endmodule
```
==> reports/metrics.cfg <==
[worst_setup_path]
crit_family=adder cells
end_kind=flop
crit_path_max_incr_delay_ps=440
critPathBufInv=4
arrival_ps=3620
cp-start-kind=input pin
crit_fanout=8
cp.required_ps=3830
path_class=in -> reg
critPathSlowestCell=clkdlybuf4s50_1
worst_path_most_repeated_cell=ha_1
crit_chain=clkdlybuf4s50_1, ha_1, ha_1, o21ai_2, nor2_1, o22ai_1, xor2_1, ha_1, inv_1, o2111ai_1, o211ai_1, buf_4, o31ai_4, buf_6, nor2_1

[flow_run]
warnings=25
cap_violations=0

[global_route]
antenna_found_initial=0
grt_pass1_vias=743
track_usage_pct=4.42
globalRouteOverflowTotal=0
grt_max_degree=9
grt_pass1_wl_um=3170

[sta]
layout_setup_ws_ps=202
max_freq_mhz=286
setup_tns_ps=0
final.period_utilization_pct=94.5
final_hold_viol_count=0
whs_ps=403
setup_viol=0
rsz0062_at_grt=false
fin_crit_ps=3500
fin_worst_skew_ps=1.68
slew_viol_final=0

[synth]
xor_share_pct=9.38
numSynthFlops=12
ys_sh_adder_pct=26.8
edf_count=0
ys_types=34
ys_seq_share_pct=23.4
syn_area_per_cell_um2=9.17
synth.logic.top_family=adder cells
top_cells_by_count=ha_1 (22), nor2_1 (13), dfxtp_1 (12)
synthCells=112
syn-cell-area_um2=1030
yosys_cells=112
ys_sh_simple_pct=13.0
top_cells_by_area=ha_1 (27%), dfxtp_1 (23%), buf_4 (7.3%)
yosysWarnings=0
yosysChipArea_um2=1030
ff_type=dfxtp_1
mux_area_share_pct=2.07
most_common_cell=ha_1
top_area_share_pct=26.8
yosys.area_share.aoi_pct=15.1
yosysTopAreaCell=ha_1
async_reset_ff_share_pct=0

[final_layout]
flop_area_um2=240
fillCellCount=532
fin_area_um2=1350
fin_util_pct=28.1
final_cells=204
mi_logic_area_um2=733
drive_gt1_share_pct=16.1
synthToLayoutAreaGrowth_pct=31.5

[floorplan]
die-area_um2=8280
die_w_um=91
fp_util_pct=21.3
pin_count=23
core_area_um2=4820
fp.dieH_um=91
floorplan.rows=25

[worst_hold_path]
min_path_type=reg -> reg

[clock_tree]
cts_sinks=12
ctsHoldBuffers=0
clk_path_buf_depth=2
cts_tree=done
cts_made_buffers=3
clock-root-buffer=clkbuf_8
clk_pin_slew_ps=50
ctsHtreeMaxLevel=1
clock_latency_ps=230

[power_and_ir_drop]
total_power_mw=0.380
p_leak_nw=0.597
pwr_density_cell_nw_per_um2=282
vdd_drop_max_v=0.000108

[route]
dr.pass1.iters=4
drtAntennaViolNets=0
diodes=0
vias=799
drc=0
wirelength_um=1940
drt_iter0_markers=33
via_per_inst=3.92
avgRoutedWirePerCell_um=9.53

[placed_design]
post-place-ws_ps=-138
post_dp_cell_area_um2=1280
post-dp-hpwl_um=1670
dp_cells=200
port_buffers=14
place_congestion=0.765

[outcome]
status=complete, no violations

cell type report:
| class | count | area share [%] |
|---|---|---|
| Sequential cell | 12 | 17.8 |
| Clock buffer | 3 | 3.06 |
| Inverter | 7 | 1.94 |
| Timing Repair Buffer | 25 | 16.8 |
| Tap cell | 67 | 6.20 |
| Multi-Input combinational cell | 90 | 54.3 |
final timing paths:
| path | from | endpoint | slack (ps) | depth (start not counted) |
|---|---|---|---|---|
| worst max-delay path | period[2] | cnt[2] | 200 | 15 |
| worst min-delay path | state | p1[4] | 400 | 1 |
| worst max register to register | cnt[6] | cnt[2] | 1920 | 8 |
| worst min register to register | state | p1[4] | 400 | 1 |
cells in the final DEF, fill, tap and decap left out, types with 2 or more instances in the layout:
cell type	netlist	layout
o21ai_0	3	3
buf_4	10	10
clkbuf_8	0	3
o2111ai_1	2	2
xor2_1	6	6
a21oi_1	3	3
conb_1	1	8
nor2b_1	2	2
dfxtp_1	12	12
xnor2_1	5	5
nand3_1	2	2
inv_1	7	7
nand2_1	4	4
ha_1	22	21
clkdlybuf4s50_1	0	14
nor2_1	13	13
sequential cells by signal (all words and copies together) (netlist names):
signal  cells
p1          3
state       1
cnt         8
per-layer routing:
layer | global-route usage, % | share of wire [%] | up-vias
li1 | - | - | 433
met1 | 5.64 | 50 | 350
met2 | 6.86 | 42 | 16
met3 | 2.32 | 8.4 | 0
met4 | 0.131 | 0 | 0
met5 | 0 | 0 | -
report_power, final:
group	leakage [nW]	total, mW	switching [mW]	internal [mW]
combinational	0.478	0.130	0.0610	0.0694
sequential	0.0980	0.138	0.00395	0.134
clock	0.0216	0.112	0.0409	0.0711
what timing repair did:
action | in CTS | in global routing
buffers inserted | 0 | 1
gates resized | 0 | 4
setup endpoints to repair | 0 | 9
kinds of logic after synthesis:
kind of cell	after synthesis
compound gates	19
mux	2
fa+ha+maj	22
flops	12
xor+xnor	11
simple gates	28
buf+inv	17
other cells	1
Power is estimated from default activity; no workload was simulated.
